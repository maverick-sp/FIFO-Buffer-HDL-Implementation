**./design.v**
```verilog
`timescale 1ns / 1ps
module FIFO(
       input clk,reset,
       input [7:0] w_data,
       output [7:0] r_data,
       input rd, wr,
       output full, empty
       );
    wire [2:0] r_addr, w_addr;
    wire w_en;
    register_file  REG( clk,r_addr,w_addr, w_data,r_data,  w_en) ;
    fifo_controller  CONTROLLER( clk, reset, wr, rd, full, empty, w_addr,r_addr,w_en);
endmodule
`timescale 1ns / 1ps
module fifo_controller(
   input clk, reset,
   input wr, rd,
   output reg full, empty,
   output [2:0] w_addr, r_addr,
   output w_en
);
    reg [2:0] w_ptr, r_ptr;
    reg [2:0] w_ptr_next, r_ptr_next;
    reg full_next, empty_next;
    always @(posedge clk or posedge reset) begin
        if (reset) begin
            w_ptr <= 0;
            r_ptr <= 0;
            full <= 1'b0;
            empty <= 1'b1;
        end else begin
            w_ptr <= w_ptr_next;
            r_ptr <= r_ptr_next;
            full <= full_next;
            empty <= empty_next;
        end
    end
    always @(*) begin
        w_ptr_next = w_ptr;
        r_ptr_next = r_ptr;
        full_next = full;
        empty_next = empty;
        case ({wr, rd})
            2'b01:  
                if (~empty) begin
                    r_ptr_next = r_ptr + 1;
                    full_next = 1'b0;
                    if (r_ptr_next == w_ptr)
                        empty_next = 1'b1;
                end
            2'b10:  
                if (~full) begin
                    w_ptr_next = w_ptr + 1;
                    empty_next = 1'b0;
                    if (w_ptr_next == r_ptr)
                        full_next = 1'b1;
                end
            2'b11:  
                if (~full && ~empty) begin
                    w_ptr_next = w_ptr + 1;
                    r_ptr_next = r_ptr + 1;
                end
            default: begin
                w_ptr_next = w_ptr;
                r_ptr_next = r_ptr;
                full_next = full;
                empty_next = empty;
            end
        endcase
    end
    assign w_addr = w_ptr;
    assign r_addr = r_ptr;
    assign w_en = wr & (~full);
endmodule
`timescale 1ns / 1ps
module register_file(
   input clk,
   input [2:0] r_addr,w_addr,
   input[7:0] w_data,
   output [7:0] r_data,
   input w_en
   );
   reg [7:0] memory [0:7];
   always @(posedge clk) 
   begin 
   if(w_en)
   memory[w_addr]<=w_data;  
   end
   assign r_data=memory[r_addr];  
endmodule
```
**./run.sh**
```bash
#!/bin/bash
# OpenROAD 26Q1-2900-gdf79404cd8, Yosys 0.63+post, stock flow scripts
make -C /OpenROAD-flow-scripts/flow DESIGN_CONFIG=/design/flow/config.mk WORK_HOME=/design/flow/orfs finish
```
**./config.mk**
```make
export PLATFORM = sky130hd
export DESIGN_NAME = FIFO
export DESIGN_NICKNAME = FIFO
export VERILOG_FILES = /design/flow/design.v
export SDC_FILE = /design/flow/constraint.sdc
export NUM_CORES = 4
export LEC_CHECK = 1
export CORE_UTILIZATION = 30
```
**./constraint.sdc**
```tcl
current_design FIFO

set clk_period 2.5
set clk_io_pct 0.2

create_clock -name clk0 -period $clk_period [get_ports {clk}]

set non_clock_inputs [all_inputs -no_clocks]
set_input_delay [expr $clk_period * $clk_io_pct] -clock clk0 $non_clock_inputs
set_output_delay [expr $clk_period * $clk_io_pct] -clock clk0 [all_outputs]
```
==> flow_summary.toml <==
# physical design summary
[global_routing]
track_usage = 0.128
grt_pass1_vias = 1679
gr-total-overflow = 0
grt_antenna_before_repair = 0
grt_start_max_net_pins = 19
grt_first_pass_wirelength_um = 9100

[cts]
cts_sinks = 72
clk_pin_slew_ns = 0.07
worstSkewPairLatency_ns = 0.34
cts_root_buf = "clkbuf_8"
cts_tree = "done"
holdBufCountCts = 0
cts_buffer_depth = 2
cts_inserted_buffers = 9
cts-htree-levels = 3

[layout]
mostFrequentLayoutCell = "edfxtp_1"
fill_cells = 845
area_growth_pct = 26.5
fin_cells = 333
mi_logic_area_um2 = 768
mostFrequentLayoutCells = "edfxtp_1, mux4_2, buf_4"
final_util = 0.400
drive_gt1_frac = 0.392
regArea_um2 = 2120
stdcell_area_um2 = 3770

[route]
route.final.wire_length_um = 5390
drt_iter0_drc = 104
insertedDiodeCount = 0
dr.pass1.iters = 4
wl_per_cell_um = 16.2
via_per_inst = 4.49
drc = 0
antenna_left = 0
vias = 1494

[logic_synthesis]
adder_share = 0.00841
synth-xor-area-share = 0.0294
ys_cells = 146
ys_ff = 72
ys_seq_frac = 0.713
aoi_share = 0.00925
top_logic_kind = "multiplexers"
netlist_area_um2 = 2980
yosys_area_um2 = 2980
synthCells = 146
avgSynthCellArea_um2 = 20.4
synth_cell_types = 26
ys_sh_simple = 0.0399
yosys_warnings = 2
mux_share = 0.179

[final_timing]
layout_min_cycle_time_ns = 2.44
max_slew_margin = 0.770
fin_skew_ns = 0.00914
rsz0062_at_grt = "true"
fmax_mhz = 410
maxSlewViolCount = 0
hold_ws_ns = 0.407
tightest_slew_ns = 0.342
period_used_share = 0.976
finalSetupViolations = 0
finalHoldViolCount = 0

[worst_setup_path]
r2r_slack_ns = 0.73
worstSetupEndpointType = "output port"
rr_startpoint = "CONTROLLER.w_ptr[2]"
ff2ff_path_depth = 3
setup.worst_path.start_class = "register"
cp_num_buf_inv = 4
cpMostUsedCell = "buf_6"
cp_slowest_cell = "mux4_2"
crit_start = "CONTROLLER.r_ptr[1]"
critical_path.max_fanout = 4
max_stage_delay_ns = 0.49
path_cells = "buf_6, buf_6, buf_6, mux4_2, mux2_4, buf_2"
cp.required_ns = 2.00
crit_family = "multiplexers"
cp.arrival_ns = 1.94
critPathKind = "register to output port"
cp_num_cells = 6

[power_and_ir_drop]
leakagePower_uw = 0.00131
ir_drop_uv = 329
p_per_area_nw_per_um2 = 1170
power.total_uw = 4420

[floorplanning]
fp_util = 0.316
die_w_um = 102
fp.dieH_um = 102
io-pin-count = 22
chipArea_um2 = 10300
num_rows = 35
coreArea_um2 = 9420

[worst_hold_path]
hold_class = "input pin to asynchronous set/reset pin"

[placement]
gp_routability_congestion = 0.789
dp.cells = 305
place_area_um2 = 3450
post-dp-hpwl_um = 3290
portBuffers = 21

[job]
log.warning_count = 27
drv_cap = 0

[status]
status = "finished clean"
sequential cells by signal, summed over array words and instances, names as in the netlist:
register and flops:
REG.memory 64, CONTROLLER.r_ptr 3, CONTROLLER.w_ptr 3, CONTROLLER.empty 1, CONTROLLER.full 1
report_power, final:
group	internal [uW]	switching, uW	total [uW]
logic	1030	640	1670
clock network	664	427	1090
registers	1540	129	1670
total	3230	1200	4420
cells in the mapped netlist:
cell type | count | area share
buf_2 | 3 | 0.0050
nand2b_1 | 3 | 0.0063
buf_12 | 1 | 0.0067
nor3_1 | 4 | 0.0067
nand3_1 | 3 | 0.0050
nand3b_1 | 1 | 0.0025
nand2_1 | 5 | 0.0063
ha_1 | 2 | 0.0084
o41ai_1 | 2 | 0.0059
clkbuf_1 | 3 | 0.0038
xor2_1 | 2 | 0.0059
o21ai_0 | 2 | 0.0034
dfstp_2 | 1 | 0.0088
mux4_1 | 8 | 0.071
mux2_2 | 2 | 0.0076
or3b_2 | 1 | 0.0029
nor4_1 | 1 | 0.0021
mux2_4 | 8 | 0.040
nor2b_1 | 2 | 0.0042
inv_1 | 1 | 0.0013
nor2_1 | 3 | 0.0038
mux4_2 | 8 | 0.061
buf_6 | 1 | 0.0038
edfxtp_1 | 64 | 0.65
xnor2_1 | 8 | 0.024
dfrtp_1 | 7 | 0.059
per-layer routing:
| metal | track usage | vias up | share of wire |
|---|---|---|---|
| met1 | 0.192 | 748 | 0.45 |
| met3 | 0.0595 | 7 | 0.070 |
| met4 | 0.0201 | 0 | 0.017 |
| li1 | - | 688 | - |
| met5 | 0 | - | 0 |
| met2 | 0.185 | 51 | 0.46 |
worst register-to-register path, cell delays in order, from the launching register on:
cell and delay (ns):
dfrtp_1 0.47, or3b_2 0.49, nor3_1 0.27, buf_4 0.25
repair_timing:
action / in CTS / in global routing
gates resized: 44 / 1
buffers inserted: 13 / 0
setup endpoints to repair: 8 / 8
gates cloned: 2 / 0
stage by stage:
| stage | worst slack (ns) | setup TNS, ns |
|---|---|---|
| finish | 0.0602 | 0 |
| global route | -0.0383 | -0.0383 |
| CTS | -0.0665 | -0.102 |
| detailed placement | 0.155 | 0 |
| global placement | 0.152 | 0 |
| floorplan | 0.539 | 0 |
layout make-up:
type                       instances  share of cell area
inverter                           1            0.000997
tap                              129              0.0429
clock inverter                     7              0.0316
sequential                        72               0.564
clock buffer                       9              0.0329
timing repair buffer              50               0.124
multi-input combinational         65               0.204
worst paths after layout:
path,end
worst max-delay path,r_data[0]
worst min-delay path,CONTROLLER.r_ptr[0]
worst max register to register,REG.memory[0][5]
worst min register to register,CONTROLLER.empty
max in group asynchronous,CONTROLLER.empty
min in group clk0,CONTROLLER.empty
cells by family after synthesis:
| group | count (synthesis) |
|---|---|
| flip-flops | 72 |
| multiplexers | 26 |
| AND/OR/NAND/NOR | 23 |
| XOR/XNOR | 10 |
| buffers and inverters | 9 |
| AND-OR/OR-AND | 4 |
| adder cells (fa/ha/maj) | 2 |
